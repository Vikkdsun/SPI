File: flow/run.sh
#!/bin/bash
# OpenROAD 26Q1-2900-gdf79404cd8, Yosys 0.63+post, stock flow scripts
make -C /OpenROAD-flow-scripts/flow DESIGN_CONFIG=/design/flow/config.mk WORK_HOME=/design/flow/orfs finish
File: flow/config.mk
export PLATFORM = sky130hd
export DESIGN_NAME = user_gen_data
export DESIGN_NICKNAME = user_gen_data
export VERILOG_FILES = /design/flow/design.v
export SDC_FILE = /design/flow/constraint.sdc
export NUM_CORES = 4
export LEC_CHECK = 1
export CORE_UTILIZATION = 30
File: flow/constraint.sdc
current_design user_gen_data

set clk_period 2.6
set clk_io_pct 0.2

create_clock -name clk0 -period $clk_period [get_ports {i_clk}]

set non_clock_inputs [all_inputs -no_clocks]
set_input_delay [expr $clk_period * $clk_io_pct] -clock clk0 $non_clock_inputs
set_output_delay [expr $clk_period * $clk_io_pct] -clock clk0 [all_outputs]
File: flow/design.v
module user_gen_data(
    input                               i_clk                               ,
    input                               i_rst                               ,
    output  [1 :0]                      o_operation_type                    ,
    output  [23:0]                      o_operation_addr                    ,
    output  [8 :0]                      o_operation_num                     ,
    output                              o_operation_valid                   ,
    input                               i_operation_ready                   ,
    output  [7 :0]                      o_write_data                        ,
    output                              o_write_sop                         ,
    output                              o_write_eop                         ,
    output                              o_write_valid                       ,
    input [7 :0]                        i_read_data                         ,
    input                               i_read_sop                          ,
    input                               i_read_eop                          ,
    input                               i_read_valid                        
);
reg [1 :0]                                                                  ro_operation_type                                                                           ;
reg [23:0]                                                                  ro_operation_addr                                                                           ;
reg [8 :0]                                                                  ro_operation_num                                                                            ;
reg                                                                         ro_operation_valid                                                                          ;
reg [7 :0]                                                                  ro_write_data                                                                               ;
reg                                                                         ro_write_sop                                                                                ;
reg                                                                         ro_write_eop                                                                                ;
reg                                                                         ro_write_valid                                                                              ;
reg                                                                         ri_operation_ready                                                                          ;
reg [7:0]                                                                   r_st_current                                                                                ;
reg [7:0]                                                                   r_st_next                                                                                   ;
reg [15:0]                                                                  r_idle_cnt                                                                                  ;
reg [15:0]                                                                  r_write_cnt                                                                                 ;
reg                                                                         r_operation_valid_1d                                                                        ;
wire                                                                        w_operation_active                                                                          ;
wire                                                                        w_operation_ready_pos                                                                       ;
assign                                                                      o_operation_type    =   ro_operation_type                                                   ;
assign                                                                      o_operation_addr    =   ro_operation_addr                                                   ;
assign                                                                      o_operation_num     =   ro_operation_num                                                    ;
assign                                                                      o_operation_valid   =   ro_operation_valid                                                  ;
assign                                                                      o_write_data        =   ro_write_data                                                       ;
assign                                                                      o_write_sop         =   ro_write_sop                                                        ;
assign                                                                      o_write_eop         =   ro_write_eop                                                        ;
assign                                                                      o_write_valid       =   ro_write_valid                                                      ;
assign                                                                      w_operation_active  =   o_operation_valid & i_operation_ready                               ;
assign                                                                      w_operation_ready_pos = !ri_operation_ready & i_operation_ready                             ;
localparam                                                                  P_ST_IDLE  = 0                                                                              ,
                                                                            P_ST_WRITE = 1                                                                              ,
                                                                            P_ST_READ  = 2                                                                              ,
                                                                            P_ST_CLEAR = 3                                                                              ;
localparam                                                                  P_TYPE_CLEAR    =   0                                                                       ,
                                                                            P_TYPE_WRITE    =   1                                                                       ,
                                                                            P_TYPE_READ     =   2                                                                       ;
always@(posedge i_clk or posedge i_rst)
begin
    if (i_rst)
        r_st_current <= P_ST_IDLE;
    else 
        r_st_current <= r_st_next;
end
always@(*)
begin
    case(r_st_current)
        P_ST_IDLE   :   r_st_next   =   r_idle_cnt == 10        ?   P_ST_CLEAR  :   P_ST_IDLE       ;
        P_ST_WRITE  :   r_st_next   =   w_operation_ready_pos   ?   P_ST_READ   :   P_ST_WRITE      ;
        P_ST_READ   :   r_st_next   =   w_operation_ready_pos   ?   P_ST_IDLE   :   P_ST_READ       ;
        P_ST_CLEAR  :   r_st_next   =   w_operation_ready_pos   ?   P_ST_WRITE  :   P_ST_CLEAR      ;
        default     :   r_st_next   =   P_ST_IDLE                                                   ;
    endcase
end
always@(posedge i_clk or posedge i_rst)
begin
    if (i_rst)
        r_idle_cnt <= 'd0;
    else if (r_idle_cnt == 10)
        r_idle_cnt <= 'd0;
    else if (r_st_current == P_ST_IDLE)
        r_idle_cnt <= r_idle_cnt + 1;
    else 
        r_idle_cnt <= r_idle_cnt;
end
always@(posedge i_clk or posedge i_rst)
begin
    if (i_rst)
        ri_operation_ready <= 'd1;
    else 
        ri_operation_ready <= i_operation_ready;
end
always@(posedge i_clk or posedge i_rst)
begin
    if (i_rst) begin
        ro_operation_type  <= 'd0;
        ro_operation_addr  <= 'd0;
        ro_operation_num   <= 'd0;
        ro_operation_valid <= 'd0;
    end else if (r_st_current != P_ST_CLEAR && r_st_next == P_ST_CLEAR) begin
        ro_operation_type  <= P_TYPE_WRITE;
        ro_operation_addr  <= 'd0;
        ro_operation_num   <= 'd0;
        ro_operation_valid <= 'd1;
    end else if (r_st_current != P_ST_WRITE && r_st_next == P_ST_WRITE) begin
        ro_operation_type  <= P_TYPE_WRITE;
        ro_operation_addr  <= 'd0;
        ro_operation_num   <= 'd8;
        ro_operation_valid <= 'd1;
    end else if (r_st_current != P_ST_READ && r_st_next == P_ST_READ) begin
        ro_operation_type  <= P_TYPE_READ;
        ro_operation_addr  <= 'd0;
        ro_operation_num   <= 'd8;
        ro_operation_valid <= 'd1;
    end else begin
        ro_operation_type  <= 'd0;
        ro_operation_addr  <= 'd0;
        ro_operation_num   <= 'd0;
        ro_operation_valid <= 'd0;
    end
end
always@(posedge i_clk or posedge i_rst)
begin
    if (i_rst)
        ro_write_valid <= 'd0;
    else if (r_write_cnt == 7)
        ro_write_valid <= 'd0;
    else if (w_operation_active && r_st_current == P_ST_WRITE)
        ro_write_valid <= 'd1;
    else 
        ro_write_valid <= ro_write_valid;
end
always@(posedge i_clk or posedge i_rst)
begin
    if (i_rst)
        ro_write_eop <= 'd0;
    else if (r_write_cnt == 6)
        ro_write_eop <= 'd1;
    else 
        ro_write_eop <= 'd0;
end
always@(posedge i_clk or posedge i_rst)
begin
    if (i_rst)
        r_write_cnt <= 'd0;
    else if (r_write_cnt == 7)
        r_write_cnt <= 'd0;
    else if (ro_write_valid)
        r_write_cnt <= r_write_cnt + 1; 
    else 
        r_write_cnt <= r_write_cnt;
end
always@(posedge i_clk or posedge i_rst)
begin
    if (i_rst)
        ro_write_sop <= 'd0;
    else if (w_operation_active && r_st_current == P_ST_WRITE)
        ro_write_sop <= 'd1;
    else 
        ro_write_sop <= 'd0;
end
always@(posedge i_clk or posedge i_rst)
begin
    if (i_rst)
        ro_write_data <= 'd0;
    else if (w_operation_active && r_st_current == P_ST_WRITE || (ro_write_valid && r_operation_valid_1d) || (ro_write_valid && !r_operation_valid_1d))
        ro_write_data <= ro_write_data + 1;
    else 
        ro_write_data <= ro_write_data;
end
always@(posedge i_clk or posedge i_rst)
begin
    if (i_rst)
        r_operation_valid_1d <= 'd0;
    else 
        r_operation_valid_1d <= ro_operation_valid;
end
endmodule
==> deck_impl_summary.md <==
Key Metrics from the Run

Run status
  • Status: finished, final reports clean

Final timing
  • RSZ-0062 raised after global routing: no
  • Worst slew margin: 62.65%
  • Period minus WS final: 2012 ps
  • Final setup TNS: 0 ps
  • Worst slew pin tran: 557.7 ps
  • Min Hold Slack: 480.9 ps
  • Max Fclk: 496.9 MHz
  • Final worst-path cycle share: 77.40%
  • Setup violations, final: 0
  • Slew Viols, Final: 0
  • Worst Skew: 4.989 ps
  • Final hold vios: 0

Power and ir drop
  • Power Density: 812.8 nW/µm²
  • Max IR drop VDD: 0.3114 mV
  • Leakage power: 0.001358 µW

Worst setup path
  • Worst Path Arrival: 1490 ps
  • Setup Crit Path Kind: reg2out
  • Worst setup EP type: output pin
  • Worst endpoint required time: 2080 ps
  • Critical Path Fanout Max: 15
  • CP cell instances: clkdlybuf4s50_1
  • Crit path buf inv count: 1
  • Worst path slowest cell: dfrtp_1
  • R2R Setup Slk: 590 ps
  • Startpoint types: flop
  • Crit path max-delay family: flip-flops
  • CP max stage delay: 640 ps

Clock tree
  • Post_cts resized: 0
  • # hold bufs at CTS: 0
  • CTS tree: yes
  • Clk root buf: clkbuf_8
  • Clock Tree Buf Depth: 2
  • Clk latency of the worst-skew pair: 300 ps
  • Htree depth: 2
  • Clk sinks: 52
  • Cts bufs inserted: 5
  • # Post-CTS Setup Buffers: 0
  • Clock transition at path regs: 90 ps

Route
  • Routed Antenna Nets: 0
  • Drt wl/cell: 10.71 µm
  • Top sig layer: met4
  • DRT met1 WL: 2015 µm
  • Met3 wire length: 145 µm
  • WL met2: 1794 µm
  • Drt pass-1 iters: 4
  • Via-to-Cell Ratio: 4.434
  • DR iter-0 viols: 39
  • Inserted Diodes: 0
  • Total wire length: 4026 µm
  • DR vias: 1667
  • Drt drc: 0

Synthesis
  • Adder Area Share: 2.361%
  • Yosys cell count: 250
  • Yosys chip area: 2650 µm²
  • XOR Share, Synth: 11.90%
  • AND-OR/OR-AND share of the synthesized area: 4.721%
  • Synth mux share: 0.8499%
  • Post-Syn Instances: 250
  • Simple-Gate Fraction of Synth Area: 19.78%
  • Post-Syn Area per Cell: 10.60 µm²
  • Post-synth cell types: 40
  • Sequential area share after synthesis: 49.20%
  • Synth logic family: simple AND/OR/NAND/NOR gates
  • Ys Warns: 1
  • Cell area after synthesis: 2650 µm²
  • Ys flops: 52

Global routing
  • GR Overflow Total: 0
  • Tot GR Track Use: 9.577%
  • First-pass GRT wire length: 6989 µm
  • Largest net degree at the start of global routing: 24
  • Initial antenna violation count: 0
  • Vias in the first global route: 1532

Final layout
  • Cell area after layout: 2920 µm²
  • Area Growth Syn to Fin: 10.20%
  • Fill cell count: 820
  • Share of layout cells above drive strength 1: 7.749%

Place
  • DP Area: 2820 µm²
  • Placer Congestion: 0.7805
  • DP HPWL: 2827 µm
  • IO Port Bufs: 17

Die
  • Core Area: 8382 µm²
  • Die Y: 95.99 µm
  • Number of cell rows: 33
  • Starting density of the core: 31.62%
  • DIE WIDTH: 95.99 µm
  • Die Size: 9213 µm²
  • Boundary Pins: 61

Worst hold path
  • HP Class: reg2reg

Run
  • Warning total across the stage logs: 38
  • Max-cap violations: 0
[Yosys cell counts]
cell       count  area [µm²]
a2111oi_0      2       17.52
a211oi_1       2       15.01
a21o_1         2       15.01
a21oi_1        2       10.01
a22oi_1        1       7.510
a31oi_1        1       6.260
and2_1         2       12.51
and3_1         6       37.54
and4_1         4       35.03
and4_2         1       10.01
buf_4         32       240.2
buf_6          1       11.26
clkbuf_1       5       18.77
conb_1         1       3.750
dfrtp_1       50        1251
dfstp_2        2       52.55
ha_1           5       62.56
inv_1          6       22.52
mux2_2         2       22.52
nand2_1       13       48.80
nand2b_1       3       18.77
nand3_1       12       60.06
nand4_1       11       68.82
nor2_1        15       56.30
nor2b_1        2       12.51
nor3_1        10       50.05
nor3b_1        1       7.510
nor4_1         2       12.51
nor4_4         1       21.27
nor4b_1        2       17.52
o21a_1         3       22.52
o21ai_0        5       25.02
o22ai_1        1       6.260
or3_1          1       6.260
or3_2          1       7.510
or4_1          1       7.510
or4b_2         2       20.02
or4b_4         1       13.76
xnor2_1       23       201.4
xor2_1        13       113.9
[final timing paths]
path | depth (start not counted) | end | from
worst max-delay path | 1 | o_write_valid | ro_write_valid
worst min-delay path | 1 | r_idle_cnt[15] | r_idle_cnt[15]
worst max register to register | 5 | r_write_cnt[15] | r_write_cnt[0]
worst min register to register | 1 | r_idle_cnt[15] | r_idle_cnt[15]
max in group asynchronous | 3 | r_st_current[0] | i_rst
min in group asynchronous | 2 | r_write_cnt[7] | i_rst
[routing by layer]
metal  global-route usage [%]  vias to the layer above
met5                        0                        -
met2                    14.42                       30
li1                         -                      835
met1                    15.17                      794
met3                    1.446                        8
met4                    1.368                        0
[registers in the layout, indices dropped and copies added, names as in the netlist, named ones only]
| signal | flops |
|---|---|
| r_idle_cnt | 16 |
| r_st_current | 2 |
| r_write_cnt | 16 |
| ri_operation_ready | 1 |
| ro_operation_num | 1 |
| ro_operation_type | 2 |
| ro_operation_valid | 1 |
| ro_write_data | 8 |
| ro_write_eop | 1 |
| ro_write_sop | 1 |
| ro_write_valid | 1 |
[cells by family after synthesis]
group,count (synthesis)
AND-OR/OR-AND,19
multiplexers,2
XOR/XNOR,36
adder cells (fa/ha/maj),5
AND/OR/NAND/NOR,91
flip-flops,52
buffers and inverters,44
other,1
[cells in the final DEF (no fill, tap or decap), drive strengths merged, types with 3 or more instances in the layout]
cell type | Yosys | final
nand4 | 11 | 11
nor3 | 10 | 10
and3 | 6 | 6
conb | 1 | 32
clkdlybuf4s50 | 0 | 17
xnor2 | 23 | 23
o21a | 3 | 3
inv | 6 | 6
dfrtp | 50 | 50
nand2b | 3 | 3
nand2 | 13 | 13
or4b | 3 | 3
and4 | 5 | 5
o21ai | 5 | 5
ha | 5 | 5
nor2 | 15 | 15
buf | 33 | 3
nand3 | 12 | 12
clkbuf | 5 | 8
nor4 | 3 | 3
xor2 | 13 | 13
[per-stage QoR]
stage	setup WS, ps	std cells	util, %	total power (µW)
global route	494.9	376	34.84	2573
floorplan	679.9	281	-	1684
CTS	563.2	376	34.84	2414
global placement	538.9	368	33.65	1890
detailed placement	548.0	368	33.65	1907
finish	587.7	376	34.84	2374
[power by group]
| group | leakage [µW] | internal [µW] | total, µW | switching [µW] |
|---|---|---|---|---|
| Clock | 0.0000515 | 243 | 491 | 248 |
| Sequential | 0.000695 | 988 | 1250 | 260 |
| Combinational | 0.000611 | 378 | 634 | 257 |
| Total | 0.00136 | 1610 | 2370 | 765 |
[cell type report]
cell class | count | area (µm²) | share of cell area, %
Multi-Input combinational cell | 185 | 1170 | 40.06
Sequential cell | 52 | 1304 | 44.64
Clock buffer | 8 | 100.1 | 3.428
Inverter | 6 | 22.52 | 0.7712
Timing Repair Buffer | 20 | 192.7 | 6.598
Tap cell | 105 | 131.4 | 4.499
Power and IR drop assume default switching activity.
