==> /design/flow/design.v <==
module spi_drive#(
    parameter                           P_DATA_WIDTH        = 8                 ,  
    parameter                           P_OP_LEN            = 32                ,  
    parameter                           P_CPOL              = 0                 ,   
    parameter                           P_CPHL              = 0                 ,  
    parameter                           P_READ_DATA_WIDTH   = 8                 
)(
    input                               i_clk                               ,        
    input                               i_rst                               ,        
    output                              o_spi_clk                           ,        
    output                              o_spi_cs                            ,        
    output                              o_spi_mosi                          ,        
    input                               i_spi_miso                          ,        
    input   [P_OP_LEN- 1:0]             i_user_op_data                      ,        
    input   [1:0]                       i_user_op_type                      ,        
    input   [15:0]                      i_user_op_len                       ,        
    input   [15:0]                      i_user_clk_len                      ,        
    input                               i_user_op_valid                     ,        
    output                              o_user_op_ready                     ,        
    input   [P_DATA_WIDTH-1:0]          i_user_write_data                   ,        
    output                              o_user_write_req                    ,        
    output  [P_READ_DATA_WIDTH - 1:0]   o_user_read_data                    ,        
    output                              o_user_read_valid                            
);
localparam                                      P_OP_TYPE_INS   =   0       ,
                                                P_OP_READ       =   1       ,
                                                P_OP_WRITE      =   2       ;
reg                                                     ro_spi_clk                                              ;
reg                                                     ro_spi_cs                                               ;
reg                                                     ro_spi_mosi                                             ;
reg                                                     ro_user_op_ready                                        ; 
reg                                                     ro_user_write_req                                       ;     
reg [P_READ_DATA_WIDTH - 1:0]                           ro_user_read_data                                       ;     
reg                                                     ro_user_read_valid                                      ;     
assign                                                  o_spi_clk                =     ro_spi_clk               ;
assign                                                  o_spi_cs                 =     ro_spi_cs                ;
assign                                                  o_spi_mosi               =     ro_spi_mosi              ;
assign                                                  o_user_op_ready          =     ro_user_op_ready         ;
assign                                                  o_user_write_req         =     ro_user_write_req        ;
assign                                                  o_user_read_data         =     ro_user_read_data        ;
assign                                                  o_user_read_valid        =     ro_user_read_valid       ;
reg                                                     r_run                                                   ;
reg [15:0]                                              r_cnt                                                   ;
reg                                                     r_spi_cnt                                               ;
reg [15:0]                                              r_req_cnt                                               ;        
reg                                                     ro_user_write_req_1d                                    ;
reg [15:0]                                              r_read_cnt                                              ;
reg [P_OP_LEN - 1:0]                                    r_user_op_data                                          ;
reg [1:0]                                               r_user_op_type                                          ;
reg [15:0]                                              r_user_op_len                                           ;
reg [15:0]                                              r_user_clk_len                                          ;
reg [P_DATA_WIDTH - 1:0]                                r_user_write_data                                       ;
wire                                                    w_spi_active                                            ;
assign                                                  w_spi_active = i_user_op_valid & o_user_op_ready        ;
always@(posedge i_clk or posedge i_rst)
begin
    if (i_rst) begin
        r_user_op_type <= 'd0;
        r_user_op_len  <= 'd0;
        r_user_clk_len <= 'd0;
    end else if (w_spi_active) begin
        r_user_op_type <= i_user_op_type;
        r_user_op_len  <= i_user_op_len ;
        r_user_clk_len <= i_user_clk_len;
    end else begin
        r_user_op_type <= r_user_op_type;
        r_user_op_len  <= r_user_op_len ;
        r_user_clk_len <= r_user_clk_len;
    end
end
always@(posedge i_clk or posedge i_rst)
begin
    if (i_rst)
        r_run <= 'd0;
    else if (r_spi_cnt && r_cnt == r_user_clk_len - 1)                   
        r_run <= 'd0;
    else if (w_spi_active)
        r_run <= 'd1;
    else
        r_run <= r_run;
end
always@(posedge i_clk or posedge i_rst)
begin
    if (i_rst)
        r_spi_cnt <= 'd0;
    else if (r_run && r_spi_cnt)
        r_spi_cnt <= 'd0;
    else if (r_run)
        r_spi_cnt <= r_spi_cnt + 1;
    else 
        r_spi_cnt <= r_spi_cnt;
end
always@(posedge i_clk or posedge i_rst)
begin
    if (i_rst)
        r_cnt <= 'd0;
    else if (r_run && r_spi_cnt && r_cnt == r_user_clk_len - 1)
        r_cnt <= 'd0;
    else if (r_run && r_spi_cnt)
        r_cnt <= r_cnt + 1;
    else    
        r_cnt <= r_cnt;
end 
always@(posedge i_clk or posedge i_rst)
begin
    if (i_rst)
        ro_spi_clk <= P_CPOL;
    else if (r_run)
        ro_spi_clk <= ~ro_spi_clk;
    else    
        ro_spi_clk <= P_CPOL;
end
always@(posedge i_clk or posedge i_rst)
begin
    if (i_rst)
        ro_spi_cs <= 'd1;
    else if (w_spi_active)
        ro_spi_cs <= 'd0;
    else if (!r_run)                 
        ro_spi_cs <= 'd1;
    else 
        ro_spi_cs <= ro_spi_cs;
end
always@(posedge i_clk or posedge i_rst)
begin
    if (i_rst)
        ro_user_op_ready <= 'd1;
    else if (w_spi_active)
        ro_user_op_ready <= 'd0;
    else if (!r_run)
        ro_user_op_ready <= 'd1;         
    else 
        ro_user_op_ready <= ro_user_op_ready;
end
always@(posedge i_clk or posedge i_rst)
begin
    if (i_rst)
        r_user_op_data <= 'd0;
    else if (w_spi_active)
        r_user_op_data <= i_user_op_data << 1;
    else if (r_spi_cnt)
        r_user_op_data <= r_user_op_data << 1;
    else 
        r_user_op_data <= r_user_op_data;
end
always@(posedge i_clk or posedge i_rst)
begin
    if (i_rst)
        ro_user_write_req <= 'd0;
    else if (                       r_cnt > r_user_clk_len - 5                     ) 
        ro_user_write_req <= 'd0;
    else if (i_user_op_type == P_OP_WRITE && r_cnt === r_user_op_len -3 &&   r_spi_cnt   ||    i_user_op_type == P_OP_WRITE && r_req_cnt == 'd15           )
        ro_user_write_req <= 'd1;
    else 
        ro_user_write_req <= 'd0;
end
always@(posedge i_clk or posedge i_rst)
begin
    if (i_rst)
        r_req_cnt <= 'd0;
    else if (r_req_cnt == 'd15)
        r_req_cnt <= 'd0;
    else if (ro_user_write_req || (i_user_op_type == P_OP_WRITE && r_req_cnt > 0))
        r_req_cnt <= r_req_cnt + 1;
    else 
        r_req_cnt <= 'd0;
end
always@(posedge i_clk or posedge i_rst)
begin
    if (i_rst)
        ro_spi_mosi <= 'd0;
    else if (w_spi_active)  
        ro_spi_mosi <= i_user_op_data[r_user_op_len - 1];     
    else if (r_spi_cnt && r_cnt < r_user_op_len -1)
        ro_spi_mosi <= r_user_op_data[r_user_op_len - 1];
    else if (i_user_op_type == P_OP_WRITE && r_spi_cnt && r_cnt >= r_user_op_len -1)      
        ro_spi_mosi <= r_user_write_data[7];
    else 
        ro_spi_mosi <= ro_spi_mosi;
end
always@(posedge i_clk or posedge i_rst)
begin
    if (i_rst)
        ro_user_write_req_1d <= 'd0;
    else
        ro_user_write_req_1d <= ro_user_write_req;       
end
always@(posedge i_clk or posedge i_rst)
begin
    if (i_rst)
        r_user_write_data <= 'd0;
    else if (ro_user_write_req_1d)
        r_user_write_data <= i_user_write_data;
    else if (i_user_op_type == P_OP_WRITE && r_spi_cnt && r_cnt >= r_user_op_len -1)
        r_user_write_data <= r_user_write_data << 1;
    else 
        r_user_write_data <= r_user_write_data;
end
always@(posedge i_clk or posedge i_rst)
begin
    if (i_rst)
        r_read_cnt <= 'd0;
    else if (r_read_cnt == P_DATA_WIDTH - 1 && r_spi_cnt)                
        r_read_cnt <= 'd0;
    else if (r_user_op_type == P_OP_READ && r_cnt >= r_user_op_len && r_spi_cnt)
        r_read_cnt <= r_read_cnt + 1;
    else 
        r_read_cnt <= r_read_cnt;
end
always@(posedge i_clk or posedge i_rst)
begin
    if (i_rst)
        ro_user_read_data <= 'd0;
    else if (r_cnt == r_user_clk_len - 1 && r_spi_cnt)
        ro_user_read_data <= 'd0;
    else if (r_user_op_type == P_OP_READ && r_cnt >= r_user_op_len - 1 && r_spi_cnt)
        ro_user_read_data <= {ro_user_read_data[P_DATA_WIDTH-2:0], i_spi_miso};
    else 
        ro_user_read_data <= ro_user_read_data;
end
always@(posedge i_clk or posedge i_rst)
begin
    if (i_rst)
        ro_user_read_valid <= 'd0;
    else if (r_user_op_type == P_OP_READ && r_cnt >= r_user_op_len - 1 && r_read_cnt == P_READ_DATA_WIDTH - 2 && r_spi_cnt)
        ro_user_read_valid <= 'd1;
    else 
        ro_user_read_valid <= 'd0;
end
endmodule
==> /design/flow/run.sh <==
#!/bin/bash
# OpenROAD 26Q1-2900-gdf79404cd8, Yosys 0.63+post, stock flow scripts
make -C /OpenROAD-flow-scripts/flow DESIGN_CONFIG=/design/flow/config.mk WORK_HOME=/design/flow/orfs finish
==> /design/flow/config.mk <==
export PLATFORM = sky130hd
export DESIGN_NAME = spi_drive
export DESIGN_NICKNAME = spi_drive
export VERILOG_FILES = /design/flow/design.v
export SDC_FILE = /design/flow/constraint.sdc
export NUM_CORES = 4
export LEC_CHECK = 1
export CORE_UTILIZATION = 40
==> /design/flow/constraint.sdc <==
current_design spi_drive

set clk_period 4.8
set clk_io_pct 0.2

create_clock -name clk0 -period $clk_period [get_ports {i_clk}]

set non_clock_inputs [all_inputs -no_clocks]
set_input_delay [expr $clk_period * $clk_io_pct] -clock clk0 $non_clock_inputs
set_output_delay [expr $clk_period * $clk_io_pct] -clock clk0 [all_outputs]
==> run notes <==
run results: TNS Setup 0 ns, Syn Area/Cell 9.16 µm², post-detailed-route count of antenna-violating nets 0, Tmin final approximately 4.4 ns, yosys stat chip area 9310 µm², relative slew slack 45.9%, leak pwr 4.73 nW, Fillers 2102, post-DP HPWL 15700 µm, htree depth 4, grt ovf 0, initial antenna violation count 0, RSZ-0062 raised after global routing no, Complex Gates by Area 10.5%, yosys adder share around 7.5%, NetSw 2.53 mW, crit path kind reg2reg, maximum vdd drop 0.260 mV, Final Power between 5 and 6 mW, CP endpoint kind flip-flop, Post-Place Setup Slack 0.273 ns, Distinct cells, synth 73, crit-path max cell delay a little under 0.8 ns, slack of the critical path 0.427 ns, CORE AREA 22700 µm², worst min path class reg2reg, simple-gate share of the synthesized area 21.3%, DP Area approximately 10000 µm², stage-log warning count 29, io pins 92, power density cells 545 nW/µm², highest clock rate 229 MHz, CP arrival 4.66 ns, Int Power 3.45 mW, largest net degree at the start of global routing 87, ratio of cells with drive above 1 in the final layout 8.70%, vias in the first global route 7106, main flop type dfrtp_1, Area leader share 36.6%, ys cells between 1k and 1.5k, number of synthesis warnings 1, logic area 5500 µm², clock latency (worst-skew pair) approximately 0.42 ns, row count between 50 and 60, final hold vios 0, PortBufs 91, width of the die 155 µm, Top cell by count, worst path nand2_1, DR WL/cell 15.8 µm, Synth Seq Share 36.8%, Die Y roughly 150 µm, Finish-stage setup viols 0, First-pass DRT Iterations 4, vias per cell ~5.3, CTS Buf Count 17, critical path, cell by cell nor3_4, nand2_1, nor4_2, nand2_1, nor3_1, xnor2_1, ha_1, nand4_1, or4_1, o211ai_1, o21ai_1, or4b_1, mux2i_1, nor2_1, Clock transition at path regs 0.07 ns, CTS tree yes, fin area 11000 µm², max-slew violations 0, CP max stage cell or4b_1, diode count 0, clock power share 21.1%, area growth from synthesis to layout 18.0%, Max Cap Violations 0, first-pass GRT wire length approximately 37000 µm, die area 23900 µm², Floorplan Utilization 41.0%, area leader, netlist dfrtp_1, transition time of the tightest slew-check pin a little over 0.8 ns, Max clock buf depth 2, reg2reg setup slack between 0.4 and 0.5 ns, status completed, CTS sink cnt 137, Total Wirelength 21800 µm, clock root cell clkbuf_16, number of enable flip-flop cells 0, Comb pwr share 47.1%, detailed-route via count ~7.3k, biggest area cells dfrtp_1 (37%), ha_1 (7.5%), nand2_1 (6.0%), mux2i_1 (5.5%), xnor2_1 (5.3%), mapped cell area 9310 µm², detailed-route DRC error count 0, sequential cell area 3430 µm², Flop pwr share 31.9%, Setup Fix Bufs, Post-CTS 0, Initial DRC Count 372, CP top delay family simple AND/OR/NAND/NOR gates, gr usage total 19.6%, switching portion of total power ~42%, post-route clock period utilization 91.1%, clock skew 0.00927 ns, WP data required 5.08 ns, GP Congestion just over 0.9, Hold Worst Slack around 0.47 ns, fraction of registers with async set/reset 100%, FF+latch count, synth 137, CP Max Fanout 9, crit path launch type flip-flop, crit path buf inv count 0, XOR/XNOR Area Share 9.77%, Synth mux share slightly below 10%, comb area leader simple AND/OR/NAND/NOR gates, Synth Instances 1016
logic make-up (layout without fill, tap and decap cells):
family / Yosys count / in the layout
flip-flops: 137 / 137
XOR/XNOR: 103 / 103
adder cells (fa/ha/maj): 56 / 56
AND/OR/NAND/NOR: 399 / 399
AND-OR/OR-AND: 158 / 158
multiplexers: 71 / 71
buffers and inverters: 92 / 168
power groups by stage:
| stage | logic (mW) | clock network (mW) | registers [mW] |
|---|---|---|---|
| 4_1_cts | 2.83 | 1.28 | 1.90 |
| 5_1_grt | 3.15 | 1.33 | 1.96 |
| 6_report | 2.82 | 1.26 | 1.91 |
registers in the layout (all words and copies together) (netlist names), 2 cells and up:
signal             flops
r_user_op_data        31
r_cnt                 16
r_read_cnt            16
r_req_cnt             16
r_user_clk_len        16
r_user_op_len         16
r_user_write_data      8
ro_user_read_data      8
r_user_op_type         2
layout make-up:
class                   count  area share [%]
multi-input cells         787            50.1
clock buffers              18            3.91
clock inverters            14            1.23
repair buffers             99            8.96
flip-flops and latches    137            31.2
well taps                 285            3.25
inverters                  37            1.31
final timing paths:
kind | from | end | cells after the start
max in group asynchronous | i_rst | r_cnt[11] | 3
min | ro_user_write_req | ro_user_write_req_1d | 0
max reg2reg | r_user_op_len[2] | ro_user_read_data[6] | 14
min in group asynchronous | i_rst | ro_user_read_data[2] | 2
min reg2reg | ro_user_write_req | ro_user_write_req_1d | 0
max | r_user_op_len[2] | ro_user_read_data[6] | 14
worst reg2reg max path: stages (launching register included):
cell,delay (ns)
dfrtp_1,0.52
nor3_4,0.39
nand2_1,0.16
nor4_2,0.29
nand2_1,0.15
nor3_1,0.19
xnor2_1,0.09
ha_1,0.31
nand4_1,0.22
or4_1,0.57
o211ai_1,0.10
o21ai_1,0.15
or4b_1,0.79
mux2i_1,0.24
nor2_1,0.06
synth_stat cells (3+ instances only):
library cell    n
a211o_1         4
a211oi_1        4
a21o_1          8
a21oi_1        22
a22oi_1         3
a31oi_1         8
and2_1          5
and3_1         13
and4_1          5
buf_2           6
buf_6           4
clkbuf_1       43
dfrtp_1       136
ha_1           56
inv_1          35
mux2_2          4
mux2i_1        51
mux4_2         15
nand2_1       150
nand2b_1        5
nand3_1        39
nand4_1        19
nor2_1         66
nor2_2         11
nor2b_1         5
nor3_1         33
nor3b_1         6
nor4_1         18
o211ai_1        3
o21a_1          3
o21ai_0        77
o21ai_1         3
o22ai_1         3
or3_1           3
or4_1           4
xnor2_1        56
xor2_1         46
placed cells by master, fill, tap and decap left out, types with 39 or more instances in the layout:
cell type,count
dfrtp_1,135
clkdlybuf4s50_1,91
nand2_1,150
nor2_1,66
mux2i_1,51
o21ai_0,77
xor2_1,46
nand3_1,39
xnor2_1,56
ha_1,56
through the flow:
step                      utilization, %  std cells
after floorplan                        -       1016
after global placement              45.8       1345
after global routing                48.3       1377
final                               48.3       1377
after CTS                           48.3       1377
after detailed placement            45.8       1345
routing by layer:
layer / GRT usage [%] / wire length (µm) / up-vias
met3: 2.68 / 681 / 19
met4: 2.55 / 303 / 0
li1: - / - / 3716
met5: 0 / 0 / -
met1: 31.6 / 11200 / 3477
met2: 29.7 / 9630 / 115
what timing repair did:
item,in CTS,in global routing
resized,0,1
hold buffers,0,0
setup endpoints to repair,0,9
Power is estimated from default activity; no workload was simulated.
